==> design.v <==
`timescale 1ns/10ps
module MUX_4(
    input[7:0] I0, input[7:0] I1, input[7:0] I2, input[7:0] I3,
    input S0, input S1, output[7:0] OUT
);
    specify
        (I0, I1, I2, I3 *> OUT) = 9;
        (S0, S1 *> OUT) = 18;
    endspecify
    assign OUT = ((~S1) & (~S0)) ? I0 : ((~S1) & S0) ? I1 : (S1 & (~S0)) ? I2 : I3;
endmodule
module MUX_16(
    input[7:0] I0, input[7:0] I1, input[7:0] I2, input[7:0] I3,
    input[7:0] I4, input[7:0] I5, input[7:0] I6, input[7:0] I7,
    input[7:0] I8, input[7:0] I9, input[7:0] I10, input[7:0] I11,
    input[7:0] I12, input[7:0] I13, input[7:0] I14, input[7:0] I15,
    input S0, input S1, input S2, input S3, output[7:0] OUT
);
    wire [7:0] out_0, out_1, out_2, out_3;
    MUX_4 mux_0(I0, I1, I2, I3, S0, S1, out_0);
    MUX_4 mux_1(I4, I5, I6, I7, S0, S1, out_1);
    MUX_4 mux_2(I8, I9, I10, I11, S0, S1, out_2);
    MUX_4 mux_3(I12, I13, I14, I15, S0, S1, out_3);
    MUX_4 mux_4(out_0, out_1, out_2, out_3, S2, S3, OUT);
endmodule
module DEMUX_4(
    input IN, input S0, input S1,
    output O0, output O1, output O2, output O3
);
    specify
        (S0, S1 *> O0, O1, O2, O3) = 12;
        (IN *> O0, O1, O2, O3) = (8, 10);
    endspecify
    assign O0 = (~S0) & (~S1) ? IN : 0;
    assign O1 = (S0) & (~S1) ? IN : 0;
    assign O2 = (~S0) & (S1) ? IN : 0;
    assign O3 = (S0) & (S1) ? IN : 0;
endmodule
module DEMUX_16(
    input S0, input S1, input S2, input S3, input IN,
    output O0, output O1, output O2, output O3,
    output O4, output O5, output O6, output O7,
    output O8, output O9, output O10, output O11,
    output O12, output O13, output O14, output O15
);
    wire  in_0, in_1, in_2, in_3;
    DEMUX_4 demux_0(in_0, S0, S1, O0, O1, O2, O3);
    DEMUX_4 demux_1(in_1, S0, S1, O4, O5, O6, O7);
    DEMUX_4 demux_2(in_2, S0, S1, O8, O9, O10, O11);
    DEMUX_4 demux_3(in_3, S0, S1, O12, O13, O14, O15);
    DEMUX_4 demux_4(IN, S3, S2, in_0, in_1, in_2, in_3);
endmodule
==> run.sh <==
#!/bin/bash
# OpenROAD 26Q1-2900-gdf79404cd8, Yosys 0.63+post, stock flow scripts
make -C /OpenROAD-flow-scripts/flow DESIGN_CONFIG=/design/flow/config.mk WORK_HOME=/design/flow/orfs finish
==> config.mk <==
export PLATFORM = sky130hd
export DESIGN_NAME = DEMUX_16
export DESIGN_NICKNAME = DEMUX_16
export VERILOG_FILES = /design/flow/design.v
export SDC_FILE = /design/flow/constraint.sdc
export NUM_CORES = 4
export LEC_CHECK = 1
export CORE_AREA = 10 10 70 70
export DIE_AREA = 0 0 80 80
==> constraint.sdc <==
current_design DEMUX_16

set clk_period 1.3
set clk_io_pct 0.2

create_clock -name clk0 -period $clk_period

set non_clock_inputs [all_inputs -no_clocks]
set_input_delay [expr $clk_period * $clk_io_pct] -clock clk0 $non_clock_inputs
set_output_delay [expr $clk_period * $clk_io_pct] -clock clk0 [all_outputs]
==> notes.md <==
Notes on the flow run.

- The flow ran to the end, but the final reports show violations.
- The final reports fail on setup timing.
- The final route contains 290 vias.
- The upper clock frequency limit is 733 MHz, for reference.
- The measured slew at the worst slew-check pin is 0.170 ns, for reference.
- The number of vias per cell is 2.84, for reference.
- The wire length recorded after detailed routing is 1040 um.
- The fraction of the yosys area taken by sequential cells is 0, for reference.
- The maximum cell stage delay along the critical path is 0.40 ns, for reference.
- The number of core rows is 21, for reference.
- After clock tree synthesis, the flow added hold-fix buffers numbering 0.
- Setup repair after global routing could not meet its margin everywhere.
- The launching element type of the critical path is an input port, for reference.
- The placed wire-length estimate after detailed placement is 757 um, for reference.
- The classification of the worst-slack hold path is input port to output port, for reference.
- The first global-routing pass estimated 1460 um of wire.
- The fraction of final layout cells with drive strength greater than 1 is 0.786, for reference.
- The main area contributors are sky130_fd_sc_hd__nor2_1, sky130_fd_sc_hd__nor3_1, sky130_fd_sc_hd__nand3b_1.
- The effective utilization at floorplan is 0.0344, for reference.
- The cell sequence reported for the critical path is buf_8 -> or3b_4 -> buf_6 -> nor3_4 -> buf_2.
- The number of warning messages in the logs is 34, for reference.
- The type of the worst setup path is input port to output port, for reference.
- Once placement finished, the instance area stood at 400 um2.
- In this run the most used layer during global routing was met2.
- The required time of the critical path is 1.04 ns, for reference.
- Counting the fill cells in the layout gives 391.
- The layout stage reports a final design area of 536 um2.
- The worst setup path is captured at an output port.
- The number of remaining DRC errors is 0, for reference.
- The final timing summary puts the cycle share of the worst path at 1.05.
- The die is 80 um tall.
- Across all setup checks in the final design, the least slack found is -0.0643 ns.
- Power spread over the standard cell area amounts to 199 mW/mm2.
- The initial antenna violation count is 0, for reference.
- The total count of hold-check failures in the final report is 0, for reference.
- The most frequent standard cell in the layout excluding fill and tap cells is sky130_fd_sc_hd__buf_4, for reference.
- The combined flip-flop and latch cell area is 0 um2, for reference.
- After detailed routing, the average wire length per cell comes to 10.2 um.
- The global route total overflow is 0, for reference.
- The worst path arrival time is 1.10 ns, for reference.
- The combinational cell area excluding buffers and inverters is 206 um2, for reference.
- The analysis reports a worst IR drop on VDD of 0.0296 mV.
- The die outline area is 0.00640 mm2, for reference.
- The number of global-route vias before repair is 279, for reference.
- In this run the worst path has a maximum fanout of 4.
- The number of cells after detailed placement is 92, for reference.
- The report counts max-capacitance violations totalling 0.
- The static power due to leakage is 0.274 nW, for reference.
- The congestion estimate from routability-driven global placement came to 0.716.
- Across every metal layer, demand over resource in global routing totals 0.0279.
- Measured against its own limit, the worst slew margin works out to 0.886.
- The initial DRC count is 1, for reference.
- The global routing report lists met2 layer usage as 0.0498.
- The pre-antenna-repair detailed-routing pass consisted of 2 iterations.
- For reference, the final report shows the max-slew violation count at 0.
- Between the synthesized netlist and the finished layout, the area growth was recorded as 355%.
- Of the post-synthesis cell area, the dominant cell type holds 0.383.
- The final-layout clock buffer total is 0, for reference.
- The finished layout reports a core utilization of 0.157.
- Routing resource usage on met1 recorded by global route was 0.0330.
- The largest delay contributor family on the critical path is simple AND/OR/NAND/NOR gates, for reference.
- From left edge to right edge, the die measures 80 um.
- The pin count of the biggest net entering global routing is 5, for reference.
- For this run, the number of Yosys warnings is 0.
- Per the OpenROAD floorplan log, the area of the core is 0.00342 mm2.
- The total design power is 0.000106 W, for reference.
- The summed instance area of the synthesized netlist is 118 um2, for reference.
- The start point of the critical path is S2, for reference.
- The number of cells in Yosys stat is 23, for reference.
- Dividing the synthesized area by the synthesized cell count gives 5.11 um2.
- The dominant cell type by area after synthesis is sky130_fd_sc_hd__nor2_1, for reference.
- The worst-case hold slack is 0.870 ns, for reference.
- The total inserted antenna cells is 0, for reference.
- The summed standard-cell area reported by yosys is 118 um2, for reference.
- The hold path startpoint is IN, for reference.
- Leaving out fill and tap cells, the most frequent cells in the layout are sky130_fd_sc_hd__buf_4, sky130_fd_sc_hd__buf_6, sky130_fd_sc_hd__buf_2.
- The setup-violating endpoint count in the final report is 5, for reference.
- The placement report lists the number of port buffers as 21.
- The final critical delay including setup and external delays is 1.36 ns, for reference.
- The flop count is 0, for reference.
- The met3 usage is 0.0102, for reference.
- Nets still carrying antenna violations after routing amount to 0.
- The buffers plus inverters on the worst setup path is 3, for reference.
- The cell type of the slowest stage on the worst timing path is sky130_fd_sc_hd__or3b_4, for reference.
- The final report lists a non-filler cell total of 102.
- The I/O pin count is 21, for reference.
- The gate-level netlist out of Yosys references 8 unique cell types.
- The count of mapped cells out of synthesis is 23, for reference.
## synth_stat cells, drive strengths merged
cell	n
nand3b	2
nor3	4
nor2	12
nand2b	2
or3b	1
nand3	1
nand2	1
## report_power, final
group          switching (W)  leakage (nW)  internal (W)
clock network              0             0             0
registers                  0             0             0
logic              0.0000474         0.274     0.0000589
total              0.0000474         0.274     0.0000589
## cells by family after synthesis
kind of cell,count (synthesis),synth area share
simple gates,23,1.00
## per-layer routing
metal	share of wire	vias up
met5	0	-
met4	0	0
met2	0.48	14
li1	-	145
met3	0.13	0
met1	0.38	131
## worst paths after layout
check | to | slack (ns) | cells after the start
worst max-delay path | O0 | -0.06 | 5
worst min-delay path | O15 | 0.87 | 4
## repair_timing
item                       CTS  global route
gates resized               64            28
pin swaps                   12             1
setup endpoints to repair   16            11
setup buffers                8             2
## layout make-up
type,count,share of cell area
Timing Repair Buffer,33,0.507
Multi-Input combinational cell,23,0.386
Tap cell,46,0.107
## stage by stage
| stage | TNS, ns | setup WS, ns |
|---|---|---|
| 2_1_floorplan | 0 | 0.314 |
| 3_3_place_gp | -9.68 | -0.744 |
| 3_5_place_dp | -9.87 | -0.772 |
| 4_1_cts | -0.267 | -0.0772 |
| 5_1_grt | -0.414 | -0.109 |
| 6_report | -0.132 | -0.0643 |
Power and IR drop assume default switching activity.
