--- flow/run.sh ---
#!/bin/bash
# OpenROAD 26Q1-2900-gdf79404cd8, Yosys 0.63+post, stock flow scripts
make -C /OpenROAD-flow-scripts/flow DESIGN_CONFIG=/design/flow/config.mk WORK_HOME=/design/flow/orfs finish
--- flow/config.mk ---
export PLATFORM = sky130hd
export DESIGN_NAME = ALU
export DESIGN_NICKNAME = ALU
export VERILOG_FILES = /design/flow/design.v
export SDC_FILE = /design/flow/constraint.sdc
export NUM_CORES = 4
export LEC_CHECK = 1
export CORE_AREA = 10 10 70 70
export DIE_AREA = 0 0 80 80
--- flow/constraint.sdc ---
current_design ALU

set clk_period 5.4
set clk_io_pct 0.2

create_clock -name clk0 -period $clk_period

set non_clock_inputs [all_inputs -no_clocks]
set_input_delay [expr $clk_period * $clk_io_pct] -clock clk0 $non_clock_inputs
set_output_delay [expr $clk_period * $clk_io_pct] -clock clk0 [all_outputs]
--- flow/design.v ---
module EIGHT_BIT_ADDER_SUBTRACTOR(input X, input[7:0] A, input[7:0] B, output[7:0] C);
    wire B0, B1, B2, B3, B4, B5, B6, B7;
    XOR b0(B0, B[0], X);
    XOR b1(B1, B[1], X);
    XOR b2(B2, B[2], X);
    XOR b3(B3, B[3], X);
    XOR b4(B4, B[4], X);
    XOR b5(B5, B[5], X);
    XOR b6(B6, B[6], X);
    XOR b7(B7, B[7], X);
    wire COUT;
    EIGHT_BIT_ADDER adder_subtractor(A, {B7, B6, B5, B4, B3, B2, B1, B0}, X, C, COUT);
endmodule
`timescale 1ns/10ps
module ALU(input[3:0] OPCODE, input[7:0] R1, input[7:0] R2, output[7:0] ROUT);
   EIGHT_BIT_ADDER_SUBTRACTOR adder_subtractor(OPCODE[0], R1, R2, ROUT);
endmodule
module HALF_ADDER(input A, input B, output SUM, output COUT);
    XOR sum(SUM, A, B);
    AND carry(COUT, A, B);
endmodule
module FULL_ADDER(input A, input B, input CIN, output SUM, output COUT);
    wire carry_out_ha1, sum_ha1, carry_out_ha2;
    HALF_ADDER ha1(A, B, sum_ha1, carry_out_ha1);
    HALF_ADDER ha2(sum_ha1, CIN, SUM, carry_out_ha2);
    OR carry(COUT, carry_out_ha1, carry_out_ha2);
endmodule
module FOUR_BIT_ADDER(input [3:0]A, input [3:0]B, input CIN, output [3:0]SUM, output COUT);
    wire c0, c1, c2;
    FULL_ADDER fa0(A[0], B[0], CIN, SUM[0], c0);
    FULL_ADDER fa1(A[1], B[1], c0, SUM[1], c1);
    FULL_ADDER fa2(A[2], B[2], c1, SUM[2], c2);
    FULL_ADDER fa3(A[3], B[3], c2, SUM[3], COUT);
endmodule
module EIGHT_BIT_ADDER(input [7:0]A, input [7:0]B, input CIN, output [7:0]SUM, output COUT);
    wire c1;
    FOUR_BIT_ADDER fba_0(A[3:0], B[3:0], CIN, SUM[3:0], c1);
    FOUR_BIT_ADDER fba_1(A[7:4], B[7:4], c1, SUM[7:4], COUT);
endmodule
`timescale 1ns/10ps
module NOT(output B, input A);
    not #15 (B, A);
endmodule
module AND(output C, input A, input B);
    and #(15, 20) (C, A, B);
endmodule
module NAND(output C, input A, input B);
    nand #15 (C, A, B);
endmodule
module OR(output C, input A, input B);
    or #(15, 22) (C, A, B);
endmodule
module NOR(output C, input A, input B);
    nor #15 (C, A, B);
endmodule
module XOR(output C, input A, input B);
    xor (C, A, B);
    specify
        if (A)  (B => C) = (30, 22);
        if (B)  (A => C) = (30, 22);
        if (~A) (B => C) = (23, 17);
        if (~B) (A => C) = (23, 17);
    endspecify
endmodule
module XNOR(output C, input A, input B);
    xnor #30 (C, A, B);
endmodule
==> impl.org <==
* Flow results

** Outcome
- The flow ran to the end, and the final reports show no timing, DRC or antenna violations.

** Worst hold path
- Checking hold timing, the worst path is listed with class primary input to primary output.
- Counting instances, the worst hold path has a depth of 3.
- For the worst min-delay path, the startpoint reported by OpenROAD is R1[0].
- For hold timing, the worst endpoint is ROUT[0].

** Run
- The tool flagged a number of max-cap violations equal to 0.
- The logs give a warning total of 35.

** Route
- Initial drt markers :: 7
- For this run, the detailed router reports a per-instance via density of around 2.7.
- Residual antenna-violating net count after detailed routing :: 0
- In the post-route report, total wirelength is listed as approximately 900 um.
- The script parses the final routing iteration and logs DRC violations as 0.
- Total inserted antenna cells :: 0
- The first TritonRoute pass finished after 2 iterations.
- The routed layout has between 200 and 300 vias.
- Drt wl/cell :: around 8.8 um

** Layout
- In the final layout, flip-flops and latches occupy 0 um^2.
- The layout has 0 clock buffers.
- The post-route netlist has a little under a quarter of its cells at a drive strength greater than 1.
- Per the run report, area growth between synthesis and finish was 77.7%.
- Area used by multi-input combinational logic :: 248 um^2
- Post-route cell area :: slightly above 600 um^2
- Number of sequential storage elements :: 0
- The final report gives the core utilization as 17.8%.
- # fillers :: 397

** Setup path
- Kind of critical path :: primary input to primary output
- The critical path goes through dlygate4sd2_1 -> xnor2_2 -> fa_2 -> fa_2 -> fa_2 -> fa_2 -> fa_2 -> fa_2 -> inv_2 -> dlygate4sd2_1.
- Max fanout on the critical path was recorded as 1.
- Data arrival time of the worst path :: roughly 4.2 ns
- Max incr delay on CP :: ~0.57 ns
- Slowest stage cell, crit path :: sky130_fd_sc_hd__fa_2
- Crit path capture type :: primary output
- STA classifies the critical path startpoint as a primary input.
- The most numerous cell type found on the critical path is sky130_fd_sc_hd__fa_2.
- Crit path required time :: about 4.3 ns

** Logic synthesis
- Cell count after synthesis :: 38
- In this run the mean area of a mapped cell was around 9.0 um^2.
- Synth Cell Area :: about 340 um^2
- Number of synthesis warnings :: 0
- Ys cells :: 38
- The area recorded from the Yosys report for this design is 342 um^2.
- Tally of unique sky130hd cells used after synthesis :: 8
- Seq/Total Area, Yosys :: 0%

** Final timing
- The routed design could run at a clock period as short as 5.26 ns.
- Fraction of the cycle the final worst path needs :: 97.3%
- After routing, the total negative slack on setup checks comes to 0 ns.
- Transition time of the tightest slew-check pin :: 0.219 ns
- The worst pin sits at a relative slew slack of a little over four fifths.
- Setup repair after global routing left no endpoint under its margin.
- In the final report, the number of pins over their slew limit comes to 0.
- Counting endpoints that fail hold in the final report gives 0.
- Highest achievable clock rate :: 190 MHz
- Final count of negative-setup-slack endpoints :: 0

** Clock network
- Buffers inserted to repair hold after CTS numbered 0.
- Post-CTS setup buffers :: 0

** Die
- Die extent in y :: about 80 um
- Std cell rows :: 21
- I/O pin count :: 28
- The overall die size recorded for this design is about 6400 um^2.
- Effective utilization at floorplan :: ~10%
- Die x size :: 80 um
- Placeable core area :: around 3400 um^2

** Global route
- Vias in the first global route :: roughly 280
- Total GRT Usage :: 2.75%
- Wire length of the first global-routing pass :: approximately 1400 um
- Antenna violations before repair :: 0
- After global routing the overflow that remains totals 0.
- Entering global routing, the biggest net connects 7 pins.

** Power
- IR analysis of the VDD net gives a maximum drop of about 58 uV.
- The power report attributes to the sequential group a share of 0%.
- Internal power :: between 0.05 and 0.06 mW
- Of the total power, the share spent switching nets is between 30% and 40%.
- In this run the power spent charging and discharging nets is ~0.025 mW.
- In this run, the combinational gates consume 100.0% of the power.
- Static leakage :: around 0.26 nW
- The script computed a power per unit cell area of roughly 120 nW/um^2.
- Per report_power, the clock group accounts for 0% of the total.

** Placed design
- Once detailed placement completed, the half-perimeter wirelength came to slightly above 800 um.
- The final weighted congestion recorded by global placement is 0.819.
- The count of buffers added on input and output ports is 25.
- Total cell area at the placement stage :: 593 um^2
layer usage:
layer	track usage, %	vias up	share of wire [%]	wire length (um)
li1	-	130	-	-
met2	2.41	25	22	198
met5	0	-	0	0
met3	2.16	0	23	202
met4	0	0	0	0
met1	4.67	117	55	494
cell type report:
class              instances  area share (%)
repair buffers            27            42.3
multi-input cells         17            40.8
well taps                 46            9.48
inverters                 12            7.42
logic make-up after synthesis:
| family | synth area share (%) |
|---|---|
| buffers and inverters | 34.1 |
| adders and majority gates | 35.2 |
| muxes | 2.93 |
| xor gates and xnor gates | 27.8 |
Yosys cell counts:
master / count / area (um^2)
sky130_fd_sc_hd__buf_4: 8 / 60.1
sky130_fd_sc_hd__xnor2_1: 8 / 70.1
sky130_fd_sc_hd__buf_6: 1 / 11.3
sky130_fd_sc_hd__inv_1: 12 / 45.0
sky130_fd_sc_hd__fa_1: 6 / 120
sky130_fd_sc_hd__mux2i_1: 1 / 10.0
sky130_fd_sc_hd__xor2_1: 1 / 8.76
sky130_fd_sc_hd__xnor2_2: 1 / 16.3
critical path, delay by kind of cell:
family	cells	cell delay, ns
fa+ha+maj	6	2.44
buf+inv	3	0.51
xor+xnor	1	0.14
stage by stage:
step | cells | hold slack [ns] | setup WS, ns | power, mW
after floorplan | 38 | 2.31 | 0.271 | 0.0474
after global placement | 102 | 3.14 | -0.615 | 0.0767
after detailed placement | 102 | 3.14 | -0.610 | 0.0767
after CTS | 102 | 2.87 | 0.000453 | 0.0776
after global routing | 102 | 2.91 | 0.0182 | 0.0850
final | 102 | 2.87 | 0.144 | 0.0756
power groups by stage:
stage	Sequential [mW]	Clock, mW	Combinational, mW
finish	0	0	0.0756
global route	0	0	0.0850
CTS	0	0	0.0776
how the worst max path moves through the flow:
| stage | startpoint | endpoint | slack, ns | cells after the start |
|---|---|---|---|---|
| 6_report | R2[1] | ROUT[6] | 0.14 | 10 |
| 5_1_grt | R2[1] | ROUT[7] | 0.02 | 11 |
| 4_1_cts | OPCODE[0] | ROUT[6] | 0.0005 | 10 |
layout by cell type, fill, tap and decap left out:
| cell type | count |
|---|---|
| sky130_fd_sc_hd__inv_2 | 1 |
| sky130_fd_sc_hd__dlygate4sd2_1 | 4 |
| sky130_fd_sc_hd__xnor2_1 | 7 |
| sky130_fd_sc_hd__clkdlybuf4s15_1 | 1 |
| sky130_fd_sc_hd__clkdlybuf4s15_2 | 1 |
| sky130_fd_sc_hd__mux2i_1 | 1 |
| sky130_fd_sc_hd__fa_2 | 6 |
| sky130_fd_sc_hd__buf_2 | 1 |
| sky130_fd_sc_hd__buf_4 | 2 |
| sky130_fd_sc_hd__clkdlybuf4s50_1 | 18 |
| sky130_fd_sc_hd__inv_1 | 11 |
| sky130_fd_sc_hd__xnor2_2 | 2 |
| sky130_fd_sc_hd__xor2_1 | 1 |
what timing repair did:
item,CTS,global route
endpoints found under the setup margin,3,2
gates cloned,0,0
gates resized,20,0
pin swaps,7,2
No activity file was given, so power comes from the tool's default toggle rates.
